==> design/flow/design.v <==
`timescale 1ns / 1ps
parameter SIZE_OF_BYTE=8;
parameter DEVICE_MEM_DATA_W=32;
module axi_traffic_gen #(
    parameter PIX_SIZE_IN_BYTES = 4,
    parameter ADDR_W=32,
    parameter DATA_W=64,
    parameter FRAME_W = 1920,
    parameter FRAME_H = 1080,
    parameter ADDR_START = 32'h10000000
)
(
  output reg [ADDR_W-1:0]              m_axi_awaddr,  
  output reg [3-1:0]                   m_axi_awprot = 3'b000,  
  output reg                           m_axi_awvalid,  
  input  wire                          m_axi_awready,  
  output reg [3-1:0]                   m_axi_awsize = $clog2(DATA_W/SIZE_OF_BYTE),  
  output reg [2-1:0]                   m_axi_awburst = 2'b01,  
  output reg [4-1:0]                   m_axi_awcache = 4'b0000,  
  output reg [4-1:0]                   m_axi_awlen,  
  output reg [1-1:0]                   m_axi_awlock = 1'b0,  
  output reg [4-1:0]                   m_axi_awqos = 4'b0000,  
  output reg [4-1:0]                   m_axi_awregion = 4'b0000,  
  output reg [DATA_W-1:0]              m_axi_wdata,  
  output reg [DATA_W/SIZE_OF_BYTE-1:0]            m_axi_wstrb,  
  output reg                           m_axi_wvalid,  
  input  wire                          m_axi_wready,  
  output reg                           m_axi_wlast,  
  input  wire [2-1:0]                  m_axi_bresp,  
  input  wire                          m_axi_bvalid,  
  output reg                           m_axi_bready,  
  input wire                           aclk,
  input wire                           aresetn,
(* X_INTERFACE_INFO = "xilinx.com:signal:interrupt:1.0 vsync INTERRUPT" *)
(* X_INTERFACE_PARAMETER = "SENSITIVITY EDGE_RISING" *)  
  output wire                          vsync
    );
    parameter ADDR_END   = ADDR_START + (FRAME_W*FRAME_H*PIX_SIZE_IN_BYTES)-PIX_SIZE_IN_BYTES;  
    reg                           user_start;
    wire [3:0]                    user_burst_len_in;
    wire                          user_pixels_1_2;  
    wire [DATA_W-1:0]             user_data_in;
    wire [ADDR_W-1:0]             user_addr_in;
    reg                           user_free;
    reg                           user_stall_data;  
    reg  [1:0]                    user_status;
    localparam IDLE           = 2'b00;
    localparam WRITE          = 2'b01;
    localparam WRITE_RESPONSE = 2'b10;
    reg [1:0] axi_cs, axi_ns;
    reg [7:0]  data_counter;
    always @ (posedge aclk or negedge aresetn)
    begin
        if(~aresetn)
        begin
            axi_cs <= IDLE;
        end
        else
        begin
            axi_cs <= axi_ns;
        end
    end
    always @ (*)
    begin
        case(axi_cs)
        IDLE:
        begin
            if(m_axi_awready & user_start)
            begin
                axi_ns = WRITE;
            end
            else
            begin
                axi_ns = IDLE;
            end
        end
        WRITE:
        begin
            if((data_counter == user_burst_len_in) && m_axi_wready)
            begin
                axi_ns = WRITE_RESPONSE;
            end
            else
            begin
                axi_ns = WRITE;
            end
        end
        WRITE_RESPONSE:
        begin
            if(m_axi_bvalid) axi_ns = IDLE;
            else axi_ns = WRITE_RESPONSE;
        end
        default: axi_ns = IDLE;
        endcase
    end
    always @ (posedge aclk)
    begin
        if(axi_cs == IDLE || axi_cs == WRITE_RESPONSE) data_counter <= 'h0;
        else if(axi_cs == WRITE && m_axi_wready && data_counter < user_burst_len_in)
        begin
            data_counter <= data_counter + 1'b1;
        end
        else data_counter <= data_counter;
    end
    always @ (*)
    begin
        m_axi_awvalid = ((axi_cs==IDLE) && (axi_ns==WRITE)) ? 1 : 0;
        m_axi_awlen   = ((axi_cs==IDLE) && (axi_ns==WRITE)) ? user_burst_len_in : 0;
        m_axi_wvalid  = (axi_cs==WRITE) ? 1 : 0;
        m_axi_awaddr  = ((axi_cs==IDLE) && (axi_ns==WRITE)) ? user_addr_in : 0;
        m_axi_wdata   = (axi_cs==WRITE) ? user_data_in : 0;
        m_axi_wstrb   = (user_pixels_1_2) ? 8'b11111111 : 8'b00001111;
        m_axi_wlast   = ((axi_cs==WRITE)&&(data_counter == user_burst_len_in)) ? 1'b1 : 1'b0;
        m_axi_bready  = ((axi_cs == WRITE_RESPONSE)&& m_axi_bvalid) ? 1'b1 : 'h0;
    end
    always @ (posedge aclk)
    begin
        user_status <= ((axi_cs == WRITE_RESPONSE)&& m_axi_bvalid) ? m_axi_bresp : 'h0;
    end
    always @ (*)
    begin
        user_stall_data = (~m_axi_wready) ? 1'b0 : 1'b1;
        user_free       = (axi_ns == IDLE) ? 1'b1 : 1'b0;
    end
    parameter NUM_FRAME_WAIT    = 59;
    reg [7:0] R, G, B;
    reg [31:0] pixel_cnt;
    reg [2:0] color_combination;
    reg [2:0] start_val;
    reg [5:0] frame_cnt;
    reg vsync_dff;
    assign user_pixels_1_2 = 1;
    assign user_burst_len_in = 15;
    assign user_data_in = {2{8'hFF,R,B,G}};
    assign user_addr_in = pixel_cnt;
    assign vsync = (pixel_cnt >= ADDR_END) ? 1'b1 : 1'b0;
    always@(posedge aclk or negedge aresetn)
    begin
        if(~aresetn)
        begin
            user_start <= 1'b0;
            R <= 8'h00;
            G <= 8'h00;
            B <= 8'h00;
            color_combination <= 'h0;
            start_val <= 'h0;
            pixel_cnt <= ADDR_START;
            vsync_dff <= 0;
        end
        else
        begin
            user_start <= 1'b1;
            if(user_free)
            begin
                if(vsync)
                begin
                    pixel_cnt <= ADDR_START;
                    color_combination <= start_val;
                    if(frame_cnt == NUM_FRAME_WAIT)
                    begin
                        frame_cnt <= 0;
                        start_val <= start_val + 'h1;
                    end
                    else
                    begin
                        frame_cnt <= frame_cnt + 1;
                        start_val <= start_val;
                    end
                end
                else
                begin
                    pixel_cnt <= pixel_cnt + ((user_burst_len_in+1)*(DATA_W/SIZE_OF_BYTE));
                    color_combination <= color_combination + 1;
                    frame_cnt <= frame_cnt;
                    start_val <= start_val;
                end
            end
            else
            begin
                pixel_cnt <= pixel_cnt;
                color_combination <= color_combination;
                frame_cnt <= frame_cnt;
                start_val <= start_val;
            end
            case(color_combination)
                0: 
                begin
                    R <= 8'h00;
                    G <= 8'h00;
                    B <= 8'h00;
                end
                1: 
                begin
                    R <= 8'hFF;
                    G <= 8'h00;
                    B <= 8'b00;
                end
                2: 
                begin
                    R <= 8'h00;
                    G <= 8'hFF;
                    B <= 8'h00;
                end
                3: 
                begin
                    R <= 8'hFF;
                    G <= 8'hFF;
                    B <= 8'h00;
                end
                4: 
                begin
                    R <= 8'h00;
                    G <= 8'h00;
                    B <= 8'hFF;
                end
                5: 
                begin
                    R <= 8'hFF;
                    G <= 8'h00;
                    B <= 8'hFF;
                end
                6: 
                begin
                    R <= 8'h00;
                    G <= 8'hFF;
                    B <= 8'hFF;
                end
                7: 
                begin
                    R <= 8'hFF;
                    G <= 8'hFF;
                    B <= 8'hFF;
                end
                default:
                begin
                    R <= 8'h00;
                    G <= 8'h00;
                    B <= 8'h00;
                end
            endcase
        end
    end
endmodule
==> design/flow/run.sh <==
#!/bin/bash
# OpenROAD 26Q1-2900-gdf79404cd8, Yosys 0.63+post, stock flow scripts
make -C /OpenROAD-flow-scripts/flow DESIGN_CONFIG=/design/flow/config.mk WORK_HOME=/design/flow/orfs finish
==> design/flow/config.mk <==
export PLATFORM = sky130hd
export DESIGN_NAME = axi_traffic_gen
export DESIGN_NICKNAME = axi_traffic_gen
export VERILOG_FILES = /design/flow/design.v
export SDC_FILE = /design/flow/constraint.sdc
export NUM_CORES = 4
export LEC_CHECK = 1
export CORE_UTILIZATION = 30
==> design/flow/constraint.sdc <==
current_design axi_traffic_gen

set clk_period 4.1
set clk_io_pct 0.2

create_clock -name clk0 -period $clk_period [get_ports {aclk}]

set non_clock_inputs [all_inputs -no_clocks]
set_input_delay [expr $clk_period * $clk_io_pct] -clock clk0 $non_clock_inputs
set_output_delay [expr $clk_period * $clk_io_pct] -clock clk0 [all_outputs]
==> impl_metrics.yaml <==
# physical design summary
routing:
  drt-total-wl_um: 6760
  drc: 0
  wl_per_cell_um: 11.7
  ant_nets: 0
  routed-via-count: 2608
  drt_iter0_markers: 107
  first_pass_iters: 6
  antenna_cells: 0
  viasPerCell: 4.52
clocking:
  cts_sinks: 52
  cts_setup_buffers: 0
  h-tree-depth: 2
  numCtsBuffers: 5
  cts_tree: "yes"
  cts_root_buf: "clkbuf_16"
  cts_hold_buf: 0
  clk_pin_slew_worst_paths_ns: 0.06
  insertion_delay_ns: 0.28
  cts_resized: 0
  clockBufferDepth: 2
finish:
  design_area_um2: 4260
  drive_gt1_frac: 0.0553
  nFillCells: 1083
  area_growth_pct: 20.3
placement:
  placed_cell_area_um2: 4090
  dp_hpwl_um: 4700
  portBuffers: 102
  gp_congestion: 0.810
  pre_cts_slack_ns: 0.515
job:
  openroad.warnings: 27
  maxCapViolCount: 0
floorplanning:
  io_pins: 141
  die_h_um: 111
  fp-row-count: 39
  die_area_um2: 12200
  core_um2: 11500
  fp_util: 0.309
  die_x_um: 111
timing:
  tns_ns: 0
  slew-limit-headroom: 0.534
  finClkSkew_ns: 0.00398
  rsz0062_at_grt: "false"
  hold_slack_ns: 0.407
  hold_viol: 0
  slew_violations: 0
  worst_pin_slew_ns: 0.699
  fmax_mhz: 282
  postLayoutSetupSlackWorst_ns: 0.556
  setup_violations: 0
  fin_crit_ns: 3.54
  fin_crit_sh: 0.864
logic_synthesis:
  netlist_area_um2: 3540
  ys_sh_simple: 0.247
  yosys_area_um2: 3540
  synth.distinct_cells: 45
  seq_area_frac_synth: 0.366
  ys_sh_mux: 0.00884
  ys_warn_count: 1
  ys_sh_xor: 0.0347
  netlist_logic_family_top: "simple AND/OR/NAND/NOR gates"
  ys_cells: 397
  adder_share: 0.0177
  syn_inst: 397
  post_synth_ao_oa_area_fraction: 0.0835
  avgSynthCellArea_um2: 8.91
  synth_flop_count: 52
  async_reset_ff_frac: 0.731
  synthFlopType: "dfrtp_1"
  edf_count: 6
global_routing:
  grt_max_degree: 40
  antenna_found_initial: 0
  grt_usage: 0.112
  grt_pass1_vias: 2307
  grt_first_pass_wirelength_um: 11400
  overflow: 0
setup_path:
  cp-start-kind: "input port"
  critPathKind: "input port to primary output"
  critPathCaptureType: "primary output"
  required_ns: 3.28
  crit_arrival_ns: 2.72
  crit_chain: "clkdlybuf4s50_1, and3_1, a21oi_1, and3_1, buf_4, and2_1, clkdlybuf4s50_1"
  cp_slowest_stage_delay_ns: 0.46
  cpMaxStageDelayCell: "clkdlybuf4s50_1"
  crit_fanout: 30
power:
  powerDensity_nw_per_um2: 234
  leakagePower_uw: 0.00176
  ir_drop_mv: 0.165
hold_path:
  hp-class: "flip-flop to flip-flop"
outcome:
  run_status: "finished clean"
## registers in the layout, summed over array words and instances, names as in the netlist
name	flops
data_counter	8
R	1
start_val	3
frame_cnt	6
color_combination	3
pixel_cnt	25
user_start	1
G	1
axi_cs	3
B	1
## cell usage in the layout (no fill, tap or decap), types with 12 or more instances in the layout
cell,n
nor2_1,18
clkdlybuf4s50_1,101
and2_1,36
xor2_1,12
and3_1,12
nand2_1,28
nand3_1,17
nand4_1,17
conb_1,37
dfrtp_1,36
## kinds of logic after synthesis
| group | Yosys count |
|---|---|
| other | 2 |
| muxes | 3 |
| AOI/OAI and AO/OA | 40 |
| adders and majority gates | 5 |
| xor gates and xnor gates | 14 |
| DFF | 52 |
| buffers and inverters | 123 |
| and+or+nand+nor | 158 |
## synth_stat cells, types with 8 or more instances
cell     count  area share
dfxtp_1      8       0.045
inv_1        9      0.0095
buf_4      102        0.22
and3_1      12       0.021
nand4_1     17       0.030
xor2_1      12       0.030
dfrtp_1     36        0.25
nand2_1     28       0.030
and2_1      36       0.064
nor3_1       9       0.013
nor2_1      18       0.019
nand3_1     17       0.024
## per-stage QoR
stage | cells | utilization | total power (uW)
finish | 577 | 0.371 | 996
detailed placement | 569 | 0.357 | 544
floorplan | 432 | - | 555
global route | 577 | 0.371 | 1030
global placement | 569 | 0.357 | 544
CTS | 577 | 0.371 | 1010
## worst max-delay path: cells and delay by family
kind            cells  cell delay, ns
buf+inv             3            1.14
simple gates        3            0.57
compound gates      1            0.19
## where the power goes
part / leakage (uW) / total [uW] / switching [uW] / internal [uW]
Clock: 0.0000808 / 463 / 176 / 287
Combinational: 0.00109 / 13.0 / 9.34 / 3.62
Sequential: 0.000596 / 520 / 0.190 / 519
## worst paths after layout
kind | slack, ns | cells after the start | startpoint | to
min in group asynchronous | 0.59 | 2 | aresetn | pixel_cnt[31]
setup reg to reg | 1.72 | 4 | axi_cs[2] | pixel_cnt[23]
setup / recovery | 0.56 | 7 | m_axi_wready | m_axi_awaddr[7]
max in group asynchronous | 3.14 | 2 | aresetn | axi_cs[0]
hold reg to reg | 0.41 | 0 | color_combination[1] | G[7]
hold / removal | 0.41 | 0 | color_combination[1] | G[7]
## area by class of cell
class                      instances  area [um2]  area share
clock buffer                       6         129      0.0303
clock inverter                     2        35.0     0.00823
inverter                           9        33.8     0.00794
multi-input combinational        257        1530       0.358
sequential                        52        1290       0.304
tap                              143         179      0.0420
timing repair buffer             108        1060       0.249
## metal layers
metal | global-route usage | part of all wire
met4 | 0.00978 | 0.0056
met1 | 0.181 | 0.52
met2 | 0.167 | 0.42
met3 | 0.0173 | 0.055
met5 | 0 | 0
Power is estimated from default activity; no workload was simulated.
